`design/flow/run.sh`:
```
#!/bin/bash
# OpenROAD 26Q1-2900-gdf79404cd8, Yosys 0.63+post, stock flow scripts
make -C /OpenROAD-flow-scripts/flow DESIGN_CONFIG=/design/flow/config.mk WORK_HOME=/design/flow/orfs finish
```
`design/flow/config.mk`:
```
export PLATFORM = sky130hd
export DESIGN_NAME = gpio_top
export DESIGN_NICKNAME = gpio_top
export VERILOG_FILES = /design/flow/design.v
export SDC_FILE = /design/flow/constraint.sdc
export NUM_CORES = 4
export LEC_CHECK = 1
export CORE_UTILIZATION = 40
```
`design/flow/constraint.sdc`:
```
current_design gpio_top

set clk_period 2.0
set clk_io_pct 0.2

create_clock -name clk0 -period $clk_period [get_ports {ext_clk_pad_i}]
create_clock -name clk1 -period $clk_period [get_ports {pclk}]

set non_clock_inputs [all_inputs -no_clocks]
set_input_delay [expr $clk_period * $clk_io_pct] -clock clk0 $non_clock_inputs
set_output_delay [expr $clk_period * $clk_io_pct] -clock clk0 [all_outputs]
```
`design/flow/design.v`:
```
module apb_slave_interface(pclk,presetn,psel,penable,pwrite,pready,pwdata,paddr,prdata,irq,sysclk,sysrst,gpio_we,gpio_addr,gpio_dat_i,gpio_dat_o,gpio_inta_o);
input pclk,presetn,psel,penable,pwrite,gpio_inta_o;
input [31:0] paddr;
input [31:0] pwdata;
input [31:0] gpio_dat_o;
output reg pready;
output reg [31:0] prdata;
output wire irq,sysclk,sysrst;
output reg gpio_we;
output wire [31:0] gpio_addr;
output reg [31:0] gpio_dat_i;
parameter idle=2'b00,
          setup=2'b01,
          enable=2'b10;
reg [1:0] present, next;
always@(posedge pclk or negedge presetn)
begin
    if(~presetn)
        present <= idle;
    else
        present <= next;
end
always@(*)
begin
    case(present)
    idle:
        begin
            if(psel && ~penable)
            begin
                next = setup;
            end
            else
            begin
                next = idle;
            end
        end
    setup:
        begin
            if(psel && penable)
            begin
                next = enable;
            end
            else
            begin
                next = setup;
            end
        end
    enable:
        begin
            if(~psel)
            begin
                next = idle;
            end
            else
            begin
                next = setup;
            end
        end
    default:
        begin
            next = idle;
        end
    endcase
end
always@(*)
begin
    pready=(present==enable);
end
always@(*)
begin
        if(present==enable)
        begin
            if(pwrite)
            begin
                gpio_we = 1'b1;
                gpio_dat_i = pwdata;
                prdata = 32'd0;
            end
            else
            begin
                gpio_we = 1'b0;
                gpio_dat_i = 32'd0;
                prdata = gpio_dat_o;
            end
        end
        else
        begin
            gpio_dat_i = 32'd0;
            gpio_we = 1'b0;
            prdata = 32'd0;
        end
end
assign sysclk = pclk;
assign sysrst = presetn;
assign gpio_addr = paddr;
assign irq = gpio_inta_o;
endmodule
module aux_interface(sysclk,sysrst,aux_in,aux_i);
input sysclk,sysrst;
input [31:0] aux_in;
output reg [31:0] aux_i;
always@(posedge sysclk or negedge sysrst)
begin
    if(~sysrst)
        aux_i <= 32'd0;
    else
        aux_i <= aux_in;
end
endmodule
module gpio_top(pclk,presetn,psel,penable,pwrite,pready,paddr,pwdata,prdata,irq,aux_in,io_pad,ext_clk_pad_i);
input pclk,presetn,psel,penable,pwrite;
input [31:0] paddr,pwdata,aux_in;
input ext_clk_pad_i;
inout [31:0] io_pad;
output pready,irq;
output [31:0] prdata;
wire sysclk,sysrst,gpio_we,gpio_inta_o;
wire [31:0] gpio_addr,gpio_dat_i,gpio_dat_o,aux_i;
wire [31:0] out_pad_o,oen_padoen_o,in_pad_i;
wire gpio_eclk;
apb_slave_interface apb(.pclk(pclk),.presetn(presetn),.psel(psel),.penable(penable),.pwrite(pwrite),
                   .pready(pready),.paddr(paddr),.pwdata(pwdata),.prdata(prdata),.irq(irq),
                   .sysclk(sysclk),.sysrst(sysrst),.gpio_we(gpio_we),.gpio_addr(gpio_addr),
                   .gpio_dat_i(gpio_dat_i),.gpio_dat_o(gpio_dat_o),.gpio_inta_o(gpio_inta_o));
register regi(.sysclk(sysclk),.sysrst(sysrst),.gpio_we(gpio_we),.gpio_addr(gpio_addr),
              .gpio_dat_i(gpio_dat_i),.gpio_dat_o(gpio_dat_o),.gpio_inta_o(gpio_inta_o),
              .aux_i(aux_i),.out_pad_o(out_pad_o),.oen_padoen_o(oen_padoen_o),.in_pad_i(in_pad_i),
              .gpio_eclk(gpio_eclk));
aux_interface ai(.sysclk(sysclk),.sysrst(sysrst),.aux_in(aux_in),.aux_i(aux_i));
io_interface io(.out_pad_o(out_pad_o),.oen_padoen_o(oen_padoen_o),.in_pad_i(in_pad_i),
                .gpio_eclk(gpio_eclk),.io_pad(io_pad),.ext_clk_pad_i(ext_clk_pad_i)); 
endmodule
module io_interface(out_pad_o,oen_padoen_o,in_pad_i,io_pad,ext_clk_pad_i,gpio_eclk);
input [31:0] out_pad_o;
input [31:0] oen_padoen_o;
inout [31:0] io_pad;
output wire [31:0] in_pad_i;
input ext_clk_pad_i;
output wire gpio_eclk;
    assign io_pad[0] = (oen_padoen_o[0]==1'b1) ? out_pad_o[0] : 1'bz;
    assign io_pad[1] = (oen_padoen_o[1]==1'b1) ? out_pad_o[1] : 1'bz;
    assign io_pad[2] = (oen_padoen_o[2]==1'b1) ? out_pad_o[2] : 1'bz;
    assign io_pad[3] = (oen_padoen_o[3]==1'b1) ? out_pad_o[3] : 1'bz;
    assign io_pad[4] = (oen_padoen_o[4]==1'b1) ? out_pad_o[4] : 1'bz;
    assign io_pad[5] = (oen_padoen_o[5]==1'b1) ? out_pad_o[5] : 1'bz;
    assign io_pad[6] = (oen_padoen_o[6]==1'b1) ? out_pad_o[6] : 1'bz;
    assign io_pad[7] = (oen_padoen_o[7]==1'b1) ? out_pad_o[7] : 1'bz;
    assign io_pad[8] = (oen_padoen_o[8]==1'b1) ? out_pad_o[8] : 1'bz;
    assign io_pad[9] = (oen_padoen_o[9]==1'b1) ? out_pad_o[9] : 1'bz;
    assign io_pad[10] = (oen_padoen_o[10]==1'b1) ? out_pad_o[10] : 1'bz;
    assign io_pad[11] = (oen_padoen_o[11]==1'b1) ? out_pad_o[11] : 1'bz;
    assign io_pad[12] = (oen_padoen_o[12]==1'b1) ? out_pad_o[12] : 1'bz;
    assign io_pad[13] = (oen_padoen_o[13]==1'b1) ? out_pad_o[13] : 1'bz;
    assign io_pad[14] = (oen_padoen_o[14]==1'b1) ? out_pad_o[14] : 1'bz;
    assign io_pad[15] = (oen_padoen_o[15]==1'b1) ? out_pad_o[15] : 1'bz;
    assign io_pad[16] = (oen_padoen_o[16]==1'b1) ? out_pad_o[16] : 1'bz;
    assign io_pad[17] = (oen_padoen_o[17]==1'b1) ? out_pad_o[17] : 1'bz;
    assign io_pad[18] = (oen_padoen_o[18]==1'b1) ? out_pad_o[18] : 1'bz;
    assign io_pad[19] = (oen_padoen_o[19]==1'b1) ? out_pad_o[19] : 1'bz;
    assign io_pad[20] = (oen_padoen_o[20]==1'b1) ? out_pad_o[20] : 1'bz;
    assign io_pad[21] = (oen_padoen_o[21]==1'b1) ? out_pad_o[21] : 1'bz;
    assign io_pad[22] = (oen_padoen_o[22]==1'b1) ? out_pad_o[22] : 1'bz;
    assign io_pad[23] = (oen_padoen_o[23]==1'b1) ? out_pad_o[23] : 1'bz;
    assign io_pad[24] = (oen_padoen_o[24]==1'b1) ? out_pad_o[24] : 1'bz;
    assign io_pad[25] = (oen_padoen_o[25]==1'b1) ? out_pad_o[25] : 1'bz;
    assign io_pad[26] = (oen_padoen_o[26]==1'b1) ? out_pad_o[26] : 1'bz;
    assign io_pad[27] = (oen_padoen_o[27]==1'b1) ? out_pad_o[27] : 1'bz;
    assign io_pad[28] = (oen_padoen_o[28]==1'b1) ? out_pad_o[28] : 1'bz;
    assign io_pad[29] = (oen_padoen_o[29]==1'b1) ? out_pad_o[29] : 1'bz;
    assign io_pad[30] = (oen_padoen_o[30]==1'b1) ? out_pad_o[30] : 1'bz;
    assign io_pad[31] = (oen_padoen_o[31]==1'b1) ? out_pad_o[31] : 1'bz;
    assign in_pad_i[0] = (oen_padoen_o[0]==1'b0) ? io_pad[0] : 1'bz;
    assign in_pad_i[1] = (oen_padoen_o[1]==1'b0) ? io_pad[1] : 1'bz;
    assign in_pad_i[2] = (oen_padoen_o[2]==1'b0) ? io_pad[2] : 1'bz;
    assign in_pad_i[3] = (oen_padoen_o[3]==1'b0) ? io_pad[3] : 1'bz;
    assign in_pad_i[4] = (oen_padoen_o[4]==1'b0) ? io_pad[4] : 1'bz;
    assign in_pad_i[5] = (oen_padoen_o[5]==1'b0) ? io_pad[5] : 1'bz;
    assign in_pad_i[6] = (oen_padoen_o[6]==1'b0) ? io_pad[6] : 1'bz;
    assign in_pad_i[7] = (oen_padoen_o[7]==1'b0) ? io_pad[7] : 1'bz;
    assign in_pad_i[8] = (oen_padoen_o[8]==1'b0) ? io_pad[8] : 1'bz;
    assign in_pad_i[9] = (oen_padoen_o[9]==1'b0) ? io_pad[9] : 1'bz;
    assign in_pad_i[10] = (oen_padoen_o[10]==1'b0) ? io_pad[10] : 1'bz;
    assign in_pad_i[11] = (oen_padoen_o[11]==1'b0) ? io_pad[11] : 1'bz;
    assign in_pad_i[12] = (oen_padoen_o[12]==1'b0) ? io_pad[12] : 1'bz;
    assign in_pad_i[13] = (oen_padoen_o[13]==1'b0) ? io_pad[13] : 1'bz;
    assign in_pad_i[14] = (oen_padoen_o[14]==1'b0) ? io_pad[14] : 1'bz;
    assign in_pad_i[15] = (oen_padoen_o[15]==1'b0) ? io_pad[15] : 1'bz;
    assign in_pad_i[16] = (oen_padoen_o[16]==1'b0) ? io_pad[16] : 1'bz;
    assign in_pad_i[17] = (oen_padoen_o[17]==1'b0) ? io_pad[17] : 1'bz;
    assign in_pad_i[18] = (oen_padoen_o[18]==1'b0) ? io_pad[18] : 1'bz;
    assign in_pad_i[19] = (oen_padoen_o[19]==1'b0) ? io_pad[19] : 1'bz;
    assign in_pad_i[20] = (oen_padoen_o[20]==1'b0) ? io_pad[20] : 1'bz;
    assign in_pad_i[21] = (oen_padoen_o[21]==1'b0) ? io_pad[21] : 1'bz;
    assign in_pad_i[22] = (oen_padoen_o[22]==1'b0) ? io_pad[22] : 1'bz;
    assign in_pad_i[23] = (oen_padoen_o[23]==1'b0) ? io_pad[23] : 1'bz;
    assign in_pad_i[24] = (oen_padoen_o[24]==1'b0) ? io_pad[24] : 1'bz;
    assign in_pad_i[25] = (oen_padoen_o[25]==1'b0) ? io_pad[25] : 1'bz;
    assign in_pad_i[26] = (oen_padoen_o[26]==1'b0) ? io_pad[26] : 1'bz;
    assign in_pad_i[27] = (oen_padoen_o[27]==1'b0) ? io_pad[27] : 1'bz;
    assign in_pad_i[28] = (oen_padoen_o[28]==1'b0) ? io_pad[28] : 1'bz;
    assign in_pad_i[29] = (oen_padoen_o[29]==1'b0) ? io_pad[29] : 1'bz;
    assign in_pad_i[30] = (oen_padoen_o[30]==1'b0) ? io_pad[30] : 1'bz;
    assign in_pad_i[31] = (oen_padoen_o[31]==1'b0) ? io_pad[31] : 1'bz;
    assign gpio_eclk=ext_clk_pad_i;
endmodule
module register(sysclk,sysrst,gpio_we,gpio_addr,gpio_dat_i,gpio_dat_o,gpio_inta_o,aux_i,out_pad_o,oen_padoen_o,in_pad_i,gpio_eclk);
input sysclk,sysrst,gpio_we;
input [31:0] gpio_dat_i;
input [31:0] gpio_addr;
input [31:0] aux_i;
input [31:0] in_pad_i;
input gpio_eclk;
output reg [31:0] gpio_dat_o;
output wire gpio_inta_o;
output [31:0] out_pad_o;
output wire [31:0] oen_padoen_o;
reg [31:0] rgpio_out;
reg [31:0] rgpio_oe;
reg [31:0] rgpio_inte;
reg [31:0] rgpio_ptrig;
reg [31:0] rgpio_aux;
reg [31:0] rgpio_eclk;
reg [31:0] rgpio_nec;
reg [1:0] rgpio_ctrl;
reg [31:0] rgpio_in;
reg [31:0] rgpio_ints;
always@(posedge sysclk or negedge sysrst)
begin
    if(~sysrst)
        rgpio_out <= 32'd0;
    else if((gpio_addr==32'h4) && gpio_we)
        rgpio_out <= gpio_dat_i;
    else
        rgpio_out <= rgpio_out;
end
always@(posedge sysclk or negedge sysrst)
begin
   if(~sysrst)
       rgpio_oe <= 32'd0;
   else if((gpio_addr==32'h8) && gpio_we)
       rgpio_oe <= gpio_dat_i;
   else
       rgpio_oe <= rgpio_oe;
end
always@(posedge sysclk or negedge sysrst)
begin
   if(~sysrst)
       rgpio_inte <= 32'd0;
   else if((gpio_addr==32'hC) && gpio_we)
       rgpio_inte <= gpio_dat_i;
   else
       rgpio_inte <= rgpio_inte;
end
always@(posedge sysclk or negedge sysrst)
begin
    if(~sysrst)
        rgpio_ptrig <= 32'd0;
    else if((gpio_addr==32'h10) && gpio_we)
        rgpio_ptrig <= gpio_dat_i;
    else
        rgpio_ptrig <= rgpio_ptrig;
end
always@(posedge sysclk or negedge sysrst)
begin
   if(~sysrst)
       rgpio_aux <= 32'd0;
   else if((gpio_addr==32'h14) && gpio_we)
       rgpio_aux <= gpio_dat_i;
   else
       rgpio_aux <= rgpio_aux;
end
always@(posedge sysclk or negedge sysrst)
begin
   if(~sysrst)
       rgpio_eclk <= 32'd0;
   else if((gpio_addr==32'h20) && gpio_we)
       rgpio_eclk <= gpio_dat_i;
   else
       rgpio_eclk <= rgpio_eclk;
end
always@(posedge sysclk or negedge sysrst)
begin
   if(~sysrst)
       rgpio_nec <= 32'd0;
   else if((gpio_addr==32'h24) && gpio_we)
       rgpio_nec <= gpio_dat_i;
   else
       rgpio_nec <= rgpio_nec;
end
always@(posedge sysclk or negedge sysrst)
begin
   if(~sysrst)
       rgpio_ctrl <= 2'd0;
   else if((gpio_addr==32'h18) && gpio_we)
       rgpio_ctrl <= gpio_dat_i[1:0];
   else if(rgpio_ctrl[0])
           rgpio_ctrl[1] <= rgpio_ctrl[1] | gpio_inta_o;
    else
           rgpio_ctrl <= rgpio_ctrl;
end
reg [31:0] pextc_sampled;
reg [31:0] nextc_sampled;
reg [31:0] extc_in;
reg [31:0] in_mux;
always@(posedge gpio_eclk or negedge sysrst)
begin
   if(~sysrst)
       pextc_sampled <= 32'd0;
   else
       pextc_sampled <= in_pad_i;
end
always@(negedge gpio_eclk or negedge sysrst)
begin
    if(~sysrst)
        nextc_sampled <= 32'd0;
    else
        nextc_sampled <= in_pad_i;
end
always@(*)
begin
    if(rgpio_nec)
        extc_in = nextc_sampled;
    else
        extc_in = pextc_sampled;
end
always@(*)
begin
    if(rgpio_eclk)
        in_mux = extc_in;
    else
        in_mux = in_pad_i;
end
always@(posedge sysclk or negedge sysrst)
begin
    if(~sysrst)
        rgpio_in <= 32'd0;
    else
        rgpio_in <= in_mux;
end
wire [31:0] w1,w2,w3,w4,w5,w6;
assign w1 = rgpio_in ^ in_mux;
assign w2 = rgpio_ptrig ~^ in_mux;
assign w3 = w1 & w2 & rgpio_inte;
assign w4 = w3 | rgpio_ints;
assign w5 = rgpio_ctrl[0] ? w4 : rgpio_ints;
assign w6 = ((gpio_addr==32'h1C) && gpio_we) ? gpio_dat_i : w5;
always@(posedge sysclk or negedge sysrst)
begin
    if(~sysrst)
        rgpio_ints <= 32'd0;
    else
        rgpio_ints <= w6;
end
assign out_pad_o = (rgpio_out & ~rgpio_aux) | (rgpio_aux & aux_i);
assign oen_padoen_o = rgpio_oe;
assign gpio_inta_o = rgpio_ints ? rgpio_ctrl[0] : 1'b0;
reg [31:0] data_reg;
always@(*)
begin
    case(gpio_addr)
        32'h0      : data_reg = rgpio_in;
        32'h4     : data_reg = rgpio_out;
        32'h8      : data_reg = rgpio_oe;
        32'hC    : data_reg = rgpio_inte;
        32'h10   : data_reg = rgpio_ptrig;
        32'h14     : data_reg = rgpio_aux;
        32'h18    : data_reg = rgpio_ctrl;
        32'h1C    : data_reg = rgpio_ints;
        32'h20    : data_reg = rgpio_eclk;
        32'h24     : data_reg = rgpio_nec;
        default             : data_reg = 32'hx;
    endcase
end
always@(posedge sysclk or negedge sysrst)
begin
    if(~sysrst)
        gpio_dat_o <= 32'h0;
    else
        gpio_dat_o <= data_reg;
end
endmodule
```
==> flow_metrics.py <==
# Generated from Yosys and OpenROAD reports
metrics = {
    "floorplan": {
        "initial_core_util_pct": 40.90,
        "ios": 168,
        "die_y_microns": 215.6,
        "die_width_microns": 215.6,
        "rows": 77,
    },
    "yosys": {
        "synth_seq_share_pct": 57.75,
        "synth.distinct_cells": 53,
        "synth_flops": 421,
        "avgSynthCellArea_sq_um": 13.15,
        "synth-edff-count": 0,
        "syn_area_sq_um": 18240,
        "yosysChipArea_sq_um": 18240,
        "syn_inst": 1387,
        "ff_type": "dfrtp_1",
        "yosysWarnings": 67,
        "ys_cells": 1387,
        "ys_async_sr_fraction_pct": 100.0,
    },
    "placement": {
        "place_area_sq_um": 22420,
        "dp_hpwl_mm": 37.17,
        "gp_congestion": 0.8859,
        "portBuffers": 134,
        "pre_cts_slack_ns": -0.8181,
    },
    "cts": {
        "ctsResizeCount": 202,
        "post_cts_buffers": 62,
        "holdBufCountCts": 3,
        "cts.sinks": 421,
    },
    "run_status": {
        "first-error": "[error] [KeplerFormal.cpp:679] Workflow failed: Iso has multiple drivers: .io_pad23, _1097_.X0",
        "lastStage": "clock tree synthesis (4_1_cts)",
        "outcome": "stopped before the end",
    },
}
[per-stage QoR]
stage,cells,utilization [%]
detailed placement,2265,50.25
floorplan,1387,-
global placement,2265,50.25
[kinds of logic after synthesis]
| logic type | after synthesis | synth area share [%] |
|---|---|---|
| flops | 421 | 57.75 |
| buf+inv | 95 | 2.764 |
| simple gates | 313 | 10.08 |
| mux | 321 | 19.99 |
| compound gates | 237 | 9.410 |
[cell usage after synthesis, drive strengths merged (2+ instances only)]
cell    instances  area, sq um
nand2b          3        18.77
inv             2        7.510
a22oi          33        247.7
nand4           8        65.06
dfrtp         388         9709
a22o           30        262.8
nand3          66        330.3
nor4           32        267.8
o21ai          69        345.3
or3             2        17.52
nor3           38        195.2
nor2b          65        406.6
and4            2        17.52
a221oi         32        280.3
buf            32        266.5
a222oi         31        310.3
a21oi           4        20.02
clkbuf         61        230.2
dfrtn          32        800.8
mux2          257         3007
mux2i          64        640.6
and2           41        256.5
a31oi          32        200.2
nand3b          2        15.01
nor2           10        52.55
nor3b           2        20.02
nand2          37        141.4
or2             2        12.51
